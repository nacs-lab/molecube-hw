`flow/design.v`:
```
module spi_controller
  #(parameter N_SPI = 1,
    parameter SPI_OPCODE_WIDTH = 16,
    parameter SPI_OPERAND_WIDTH = 18,
    localparam RESULT_WIDTH = 32)
   (input clock,
    input reset,
    input write_enable,
    output busy,
    input [(SPI_OPCODE_WIDTH - 1):0] opcode,
    input [(SPI_OPERAND_WIDTH - 1):0] operand,
    output [(N_SPI - 1):0] spi_cs,
    output spi_mosi,
    input spi_miso,
    output reg spi_sclk,
    output reg [(RESULT_WIDTH - 1):0] result_data,
    output reg result_WrReq);
   reg [(SPI_OPCODE_WIDTH - 1):0] opcode_reg;
   reg [(SPI_OPERAND_WIDTH - 1):0] operand_reg;
   reg [1:0] nbytes_minus_one;
   reg [(N_SPI - 1):0] spi_cs_reg;
   reg clk_pha, clk_pol;
   reg [7:0] clk_div;
   reg [7:0] div_cycle;
   assign spi_mosi = operand_reg[(SPI_OPERAND_WIDTH - 1)];
   reg idle;  
   assign busy = ~idle;
   reg [6:0] spi_sclk_edges;
   assign spi_cs = ~spi_cs_reg;
   always @(posedge clock) begin
      if (reset) begin
         spi_sclk_edges <= 0;
         div_cycle <= 0;
         clk_div <= 0;
         spi_cs_reg <= 0;
         result_WrReq <= 0;
         idle <= 1;
         spi_sclk <= 1;
         operand_reg <= 0;
      end else if (write_enable && idle) begin  
         opcode_reg <= opcode;
         operand_reg <= operand;
         spi_sclk_edges <= 0;
         idle <= 0;
         div_cycle <= 0;
         clk_div <= 0;
         result_WrReq <= 0;
         result_data <= 0;
      end else if (idle) begin
         spi_cs_reg <= 0;
         operand_reg <= 0;
         result_WrReq <= 0;
      end else if (div_cycle != clk_div) begin
         div_cycle <= div_cycle + 1'b1;
      end else begin
         div_cycle <= 0;
         spi_sclk_edges <= spi_sclk_edges + 1'b1;
         if (spi_sclk_edges == 0) begin  
            clk_pha <= opcode_reg[13];
            clk_pol <= opcode_reg[14];
            spi_sclk <= opcode_reg[14];
            clk_div <= opcode_reg[7:0];
            spi_cs_reg <= (1 << opcode_reg[12:11]);
         end else if (spi_sclk_edges == (2 * SPI_OPERAND_WIDTH + 1)) begin
            idle <= 1; 
            if (opcode_reg[10]) begin
               result_WrReq <= 1;
            end
         end else begin
            spi_sclk <= ~spi_sclk;
            if (spi_sclk != clk_pha^clk_pol) begin
               operand_reg <= operand_reg << 1;
            end else begin  
               result_data <= (result_data << 1) | spi_miso;
            end
         end
      end
   end
endmodule
```
`flow/run.sh`:
```
#!/bin/bash
# OpenROAD 26Q1-2900-gdf79404cd8, Yosys 0.63+post, stock flow scripts
make -C /OpenROAD-flow-scripts/flow DESIGN_CONFIG=/design/flow/config.mk WORK_HOME=/design/flow/orfs finish
```
`flow/config.mk`:
```
export PLATFORM = sky130hd
export DESIGN_NAME = spi_controller
export DESIGN_NICKNAME = spi_controller
export VERILOG_FILES = /design/flow/design.v
export SDC_FILE = /design/flow/constraint.sdc
export NUM_CORES = 4
export LEC_CHECK = 1
export CORE_UTILIZATION = 40
```
`flow/constraint.sdc`:
```
current_design spi_controller

set clk_period 5.6
set clk_io_pct 0.2

create_clock -name clk0 -period $clk_period [get_ports {clock}]

set non_clock_inputs [all_inputs -no_clocks]
set_input_delay [expr $clk_period * $clk_io_pct] -clock clk0 $non_clock_inputs
set_output_delay [expr $clk_period * $clk_io_pct] -clock clk0 [all_outputs]
```
==> summary.txt <==
Results of the flow run.

The cell sitting at the root of the clock tree is a clkbuf_8. For reference, the final report shows the hold violation count at 0. Dividing the detail-routed via count by the number of cells gives 5.00. The number of detailed-routing iterations run before antenna repair stands at 4.

STA classifies the critical path endpoint as an output port. STA reports a reg2reg setup slack of between 2 and 3 ns. The met3 track utilization from global routing stands at 3.25%. The OpenROAD warning count stands at 30. The finished cells cover between 4000 and 5000 um^2. The tally of yosys warning messages stands at 1. The number of antenna violations at the first check in global routing stands at 0. Among logic cells in the layout, the one with the most instances is clkdlybuf4s50_1. Among all flip-flop cells after synthesis, the most frequent one is edfxtp_1. The die outline height stands at 98.8 um.

For this block, the via count after detailed routing is 2,545. The total number of H-tree levels stands at 3. The count of max-cap constraint violations stands at 0. The fraction of the core area covered by cells at the end of the flow stands at approximately 54%. The number of setup violations in the final report stands at 0.

In the Yosys stats the netlist draws on 47 distinct library cells. Per the detailed-route log, wirelength across all metal layers totals approximately 7000 um. The peak clock frequency supported by timing stands at around 320 MHz. The remaining design rule violation count stands at 0. Prior to clock tree synthesis, the placed netlist has a worst setup slack of about 2.7 ns. For this run, asynchronously set or reset flops after synthesis account for 0%. The number of DRC markers after the initial detailed-route iteration stands at 94. The critical path data arrival time stands at approximately 2 ns. The post-DP HPWL stands at 4600 um. The share of the Yosys chip area taken by registers is 61.7%. Buffers inserted to repair hold after CTS numbered 0. met1 is the most crowded layer. After layout, the design draws a total of about 1.4 mW. Across every metal layer, demand over resource in global routing totals 14.9%. The report shows a maximum critical-path fanout of 15. Synthesis inferred 92 register bits. After layout, the worst setup slack is 2.49 ns.

The total die size stands at 9760 um^2. Checking hold timing, the worst path is listed with class reg -> reg. The global routing report lists met2 layer usage as 22.0%.

The number of global-route vias before repair came to between 2,000 and 2,500. The report lists the number of cells resized after CTS as 0. For this design the ratio of total power to cell area is 294 nW/um^2.

The pin count of the biggest net entering global routing stands at 36. The script logs the mean routed wire length per placed instance as between 10 and 15 um. The first-pass GRT wire length stands at 11,100 um. The final layout reports a setup TNS of 0 ns. The area of the synthesized netlist per yosys stat stands at 3750 um^2.

Setup repair after global routing left no endpoint under its margin. The register with the most flip-flops in the layout has 32 of them. Cells with a size suffix above 1 make up a little over 8% of the layout. In this run the cell area of the synthesized design comes to around 3700 um^2. By instance count after routing, the leading logic cell types are clkdlybuf4s50_1, edfxtp_1, dfxtp_1. Per the Yosys statistics, synthesis produced 323 cells.

The flow ran to the end, and the final reports show no timing, DRC or antenna violations. The number of routed nets with antenna violations stands at 0. The number of top-level pins stands at 75. The die boundary width stands at 98.8 um. The number of buffers inserted by post-CTS setup repair stands at 0.

TritonCTS built the clock tree. The final max-slew violation count recorded for this run is 0. Recorded from the global router log, the overflow total was 0. At the later pin of the worst-skew pair, clock insertion delay measures 0.35 ns. Dividing the final minimum period by the clock period gives 55.6%. The worst voltage drop across the vdd grid stands at about 130 uV. Global routing used 24.7% of the available met1 tracks.

The clock passes through at most 2 buffers. A synthesized cell averages 11.6 um^2. The relative slew slack stands at 43.1%. The row count stands at 34.

Counting I/O delays and the setup requirement, the final critical path takes 3.11 ns. The count of input and output buffers stands at 71. The critical path endpoint has a required time of 4.48 ns. In the routed netlist, the antenna diode instances number 0. After layout, the setup clock skew is reported as 0.00926 ns. In the synthesized netlist, the number of instances is 323. The actual slew at the worst max-slew pin stands at 0.847 ns. Per the post-CTS timing run, clock transition at the registers of the reported paths is about 0.080 ns. The critical path is of the reg -> out type.

The TritonCTS buffer count stands at 9. STA classifies the critical path startpoint as a flip-flop. The clock tree has to reach 92 sinks. From synthesis to final layout, the design area changed by 27.1%. The number of filler instances in the final layout stands at 785. The total cell area at the placement stage stands at 4550 um^2. At the floorplan stage, the core utilization is reported as 42.1%. The core outline area stands at 8890 um^2.

The final RePlAce weighted congestion stands at between 0.7 and 0.8. Summed over all cells, the static leakage comes to 1.65 nW. The synthesized design contains 47 enable-type register cells.
==> cells by family after synthesis <==
group / Yosys count / share of synthesized area (%)
AND/OR/NAND/NOR: 125 / 18.0
flip-flops: 92 / 61.7
AND-OR/OR-AND: 61 / 10.9
buffers and inverters: 20 / 3.07
adder cells (fa/ha/maj): 4 / 1.34
XOR/XNOR: 20 / 4.68
multiplexers: 1 / 0.267
==> metrics by stage <==
stage / std cells / hold WS (ns)
after detailed placement: 493 / 0.407
after global routing: 509 / 0.433
final: 509 / 0.425
after CTS: 509 / 0.427
after global placement: 493 / 0.403
after floorplan: 323 / 0.400
==> path summary, 6_finish.rpt <==
check,start,endpoint,cells after the start
setup / recovery,idle,busy,2
hold reg to reg,opcode_reg[13],clk_pha,0
setup reg to reg,div_cycle[0],result_data[20],6
hold / removal,opcode_reg[13],clk_pha,0
==> layout make-up <==
type	instances	area [um^2]	area share, %
tap	108	135	2.84
sequential	92	2310	48.6
clock buffer	11	131	2.76
multi-input combinational	211	1330	28.0
inverter	5	18.8	0.394
clock inverter	5	76.3	1.60
timing repair buffer	77	756	15.9
==> metal layers <==
layer  vias up  part of all wire, %
li1       1303                    -
met1      1184                   49
met2        48                   45
met3        10                  4.5
met4         0                  1.8
met5         -                    0
==> synth_stat cells, types with 6 or more instances <==
cell	n	share of area (%)
edfxtp_1	47	38
xor2_1	7	1.6
and2_1	32	5.3
nand3_1	10	1.3
xnor2_1	13	3.0
nand2_1	20	2.0
nor3_1	6	0.80
nor2_1	34	3.4
o21ai_0	9	1.2
dfxtp_1	45	24
a21oi_1	22	2.9
a22oi_1	17	3.4
nand4_1	6	1.0
clkbuf_1	7	0.70
==> power breakdown <==
part           switching, mW  total, mW  internal [mW]
clock network          0.218      0.467          0.249
logic                 0.0845      0.167         0.0820
registers             0.0208      0.767          0.746
==> worst max-delay path, cell delays in order (launching register included) <==
cell	delay [ns]
dfxtp_1	0.72
clkinv_1	0.43
clkdlybuf4s50_1	0.50
Power and IR drop assume default switching activity.
